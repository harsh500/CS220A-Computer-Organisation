==> design.v <==
`timescale 1ns/1ps
module grey_fsm(clk,reset,op,curr_grey);
    parameter SIZE=3;
    input clk;
    input reset;
    output reg op;
    output wire [SIZE-1:0] curr_grey;
    reg [SIZE-1:0] curr_state, next_state;
    wire [SIZE-1:0] next_grey;
    reg tr, i;
    assign next_grey = next_state ^ (next_state >> 1);
    assign curr_grey = curr_state ^ (curr_state >> 1);
    reg [SIZE-1:0] S7;
    reg [SIZE-1:0] S0;
    initial 
    begin
        S0 = 0;
        curr_state=S0;
        S7 = 2**(SIZE)-1;
    end
    always @(posedge clk) 
    begin : FSM_COMB
        next_state=(curr_state+1) % (2 ** (SIZE));  
    end
    always @ (posedge clk) 
    begin : FSM_SEQ
    if(reset)
        curr_state = S0;
    else
        curr_state<=next_state;
    end
    always @ (posedge clk) 
    begin : OUTPUT_LOGIC
        if(curr_state == S7 && next_state == 0)
            op<=1;
        else
            op<=0;
    end
endmodule
==> run.sh <==
#!/bin/bash
# OpenROAD 26Q1-2900-gdf79404cd8, Yosys 0.63+post, stock flow scripts
make -C /OpenROAD-flow-scripts/flow DESIGN_CONFIG=/design/flow/config.mk WORK_HOME=/design/flow/orfs finish
==> config.mk <==
export PLATFORM = sky130hd
export DESIGN_NAME = grey_fsm
export DESIGN_NICKNAME = grey_fsm
export VERILOG_FILES = /design/flow/design.v
export SDC_FILE = /design/flow/constraint.sdc
export NUM_CORES = 4
export LEC_CHECK = 1
export CORE_AREA = 10 10 70 70
export DIE_AREA = 0 0 80 80
==> constraint.sdc <==
current_design grey_fsm

set clk_period 1.1
set clk_io_pct 0.2

create_clock -name clk0 -period $clk_period [get_ports {clk}]

set non_clock_inputs [all_inputs -no_clocks]
set_input_delay [expr $clk_period * $clk_io_pct] -clock clk0 $non_clock_inputs
set_output_delay [expr $clk_period * $clk_io_pct] -clock clk0 [all_outputs]
==> reports/summary.json <==
{
  "setup_path": {
    "timing.critical_path.fanout_max": 2,
    "worstPathCellList": "buf_6 > ha_4 > buf_6",
    "arrival_time_of_the_worst_setup_path_ns": 1.02,
    "cp-end-kind": "primary output",
    "cell_repeated_most_along_the_worst_path": "sky130_fd_sc_hd__buf_6",
    "critPathMaxStageDelay_ns": 0.32,
    "timing.critical_path.depth": 3,
    "timing.rr.end": "op$_DFF_P_",
    "regToRegStartpoint": "curr_state[1]$_SDFF_PP0_",
    "critPathLaunch": "curr_state[1]$_SDFF_PP0_",
    "worstRegToRegCells": 4,
    "critical-path-slowest-cell": "sky130_fd_sc_hd__dfxtp_2",
    "setup.worst_path.class": "reg2out",
    "cp_top_family": "flip-flops",
    "critical_path_required_ns": 0.88,
    "start_kind": "flop",
    "buf_inv_stages_crit_path": 2,
    "reg2reg_slack_ns": 0.10
  },
  "detailed_routing": {
    "avgViaCountPerCell": 1.92,
    "first_pass_iters": 2,
    "drt.antenna.violating_nets": 0,
    "antenna-diode-count": 0,
    "first_iter_violations": 3,
    "drcViolationCount": 0,
    "routed_wirelength_um": 469,
    "route.vias.total": 144,
    "avgRoutedWirePerCell_um": 6.25
  },
  "synthesis": {
    "synth_warnings": 1,
    "synth_flops": 7,
    "register_share_after_synthesis_pct": 64.0,
    "synthesis.instances": 16,
    "synth.cell_area_um2": 219,
    "yosysTopAreaCellShare_pct": 64.0,
    "synth.avg_cell_area_um2": 13.7,
    "netlist-cell-type-count": 7,
    "synth_chip_area_um2": 219,
    "synth.largest_area_cell": "sky130_fd_sc_hd__dfxtp_1",
    "topCellsByArea": "sky130_fd_sc_hd__dfxtp_1 (64%), sky130_fd_sc_hd__ha_1 (11%), sky130_fd_sc_hd__nor2b_1 (8.6%)",
    "yosys_cells": 16
  },
  "finish": {
    "area_growth_syn_to_layout_pct": 82.3,
    "post_route_cells_drive_above_1_share_pct": 51.7,
    "final_util_pct": 11.7,
    "final_cell_mix": "sky130_fd_sc_hd__dfxtp_1 (5), sky130_fd_sc_hd__buf_6 (4), sky130_fd_sc_hd__nor2b_1 (3), sky130_fd_sc_hd__clkbuf_4 (3)",
    "final_common_cell": "sky130_fd_sc_hd__dfxtp_1"
  },
  "pwr": {
    "power.sequential.fraction_pct": 48.4,
    "clockPowerShare_pct": 38.5,
    "pwr-share-comb_pct": 13.1,
    "switching_share_pct": 22.1,
    "ir_worst_vdd_uv": 242,
    "cell_internal_pwr_mw": 0.475,
    "p_total_mw": 0.609,
    "pwr_density_cell_nw_per_um2": 1530,
    "p_switching_mw": 0.134,
    "power.static_leakage_nw": 0.168
  },
  "run": {
    "maxCapViolCount": 0,
    "tool_warnings": 27
  },
  "floorplanning": {
    "die_height_um": 80,
    "design.core.area_um2": 3420,
    "die_area_um2": 6400,
    "die_w_um": 80,
    "floorplan.initialDensity_pct": 6.41,
    "io-pin-count": 6,
    "core.rowCount": 21
  },
  "hold_path": {
    "hold_path_end": "next_state[0]$_DFF_P_",
    "hp-start": "curr_state[0]$_SDFF_PP0_",
    "worst_hold_path_type": "reg2reg",
    "holdPathStages": 1
  },
  "status": {
    "violations_in_the_final_reports": "negative setup slack",
    "outcome": "finished, violations left"
  },
  "final_timing": {
    "min_period_over_period_pct": 112,
    "hold_slack_ns": 0.412,
    "min_period_ns": 1.24,
    "drv_slew": 0,
    "fmax_mhz": 809,
    "setup_tns_ns": -0.186,
    "worst_pin_slew_ns": 0.172,
    "skew_ns": 0.00137,
    "rsz0062_at_grt": "true",
    "postLayoutSetupSlackWorst_ns": -0.136,
    "max-slew-margin-rel_pct": 88.5,
    "final_hold_viol_count": 0,
    "final-setup-viol-count": 2
  },
  "global_routing": {
    "grt_start_max_net_pins": 5,
    "globalRouteTotalUtil_pct": 1.62,
    "grt_remaining_overflow": 0,
    "number_of_antenna_violations_at_the_first_check_in_global_routing": 0,
    "first_pass_grt_wire_length_um": 717,
    "grt_pass1_vias": 147
  },
  "placed_design": {
    "gpl.final_weighted_congestion": 0.699,
    "portBuffers": 5,
    "placement.setup.worst_slack_ns": -0.196
  },
  "clocking": {
    "holdBufCountCts": 0,
    "cts_buffers": 3,
    "cts_buffer_depth": 2,
    "clock_insertion_delay_at_the_later_pin_of_the_skew_report_ns": 0.25,
    "tritoncts_clock_tree": "built",
    "clk_pin_slew_worst_paths_ns": 0.05,
    "clkSinkCount": 7,
    "ctsHtreeMaxLevel": 1,
    "cts_root_buf": "sky130_fd_sc_hd__clkbuf_4"
  }
}
synthesized netlist by cell type:
master / n
sky130_fd_sc_hd__buf_4: 1
sky130_fd_sc_hd__ha_1: 2
sky130_fd_sc_hd__xor2_1: 1
sky130_fd_sc_hd__inv_1: 1
sky130_fd_sc_hd__nor4b_2: 1
sky130_fd_sc_hd__dfxtp_1: 7
sky130_fd_sc_hd__nor2b_1: 3
power by group through the flow:
| stage | sequential [mW] | clock [mW] | combinational (mW) |
|---|---|---|---|
| after CTS | 0.295 | 0.245 | 0.0832 |
| final | 0.295 | 0.234 | 0.0801 |
| after global routing | 0.297 | 0.261 | 0.0911 |
through the flow:
step           instances  area, µm²
6_report              75        399
5_1_grt               75        399
4_1_cts               75        404
3_5_place_dp          68        334
3_3_place_gp          68        334
2_1_floorplan         16        219
flip-flops by register name (all words and copies together) (netlist names):
register    count
op              1
curr_state      3
next_state      3
worst max path at each step:
stage and to:
4_1_cts curr_grey[0], 5_1_grt curr_grey[0], 6_report curr_grey[0]
cells by family (layout without fill, tap and decap cells):
logic type	count (synthesis)	count (layout)	share of synthesized area, %
flops	7	7	64.0
xor+xnor	1	1	4.00
buf+inv	2	15	5.14
fa+ha+maj	2	2	11.4
simple gates	4	4	15.4
repair_timing:
action,CTS,global route
resized,17,1
buffers inserted,3,0
pin swaps,1,0
endpoints found under the setup margin,4,3
final cells by class:
type                       instances  area (µm²)
fill                             395        3020
sequential                         7         143
timing repair buffer              10        88.8
multi-input combinational          7        80.1
tap                               46        57.6
clock buffer                       4        26.3
inverter                           1        3.75
per-layer routing:
metal  routed length [µm]  up-vias  GRT usage, %
met3                  128        2          3.07
met4                    8        0         0.528
met5                    0        -             0
met2                  114        8          1.20
li1                     -       76             -
met1                  218       58          1.67
Power and IR drop assume default switching activity.

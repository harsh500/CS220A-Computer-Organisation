==> flow/design.v <==
module add_sub_top(out,ovflow,a,b,opcode);
    input [7:0] a,b;
    output [7:0] out;
    input opcode;
    output ovflow;
    wire c2,c3,c4,c5,c6,c7,c8,c9;
    one_bit_add_sub a1 (a[0],b[0],opcode,opcode,c2,out[0]);
    one_bit_add_sub a2 (a[1],b[1],opcode,c2,c3,out[1]);
    one_bit_add_sub a3 (a[2],b[2],opcode,c3,c4,out[2]);
    one_bit_add_sub a4 (a[3],b[3],opcode,c4,c5,out[3]);
    one_bit_add_sub a5 (a[4],b[4],opcode,c5,c6,out[4]);
    one_bit_add_sub a6 (a[5],b[5],opcode,c6,c7,out[5]);
    one_bit_add_sub a7 (a[6],b[6],opcode,c7,c8,out[6]);
    one_bit_add_sub a8 (a[7],b[7],opcode,c8,c9,out[7]);
    xor (ovflow,c8,c9);
endmodule
module one_bit_add_sub(a,b,opcode,cin,cout,sum);
    input a,b,opcode,cin;
    output sum,cout;
    wire t,temp1,temp2,temp3,temp4;
    xor(t,b,opcode);
    xor(temp1,a,t);
    xor(sum,cin,temp1);
    and(temp2,cin,a);
    and(temp3,cin,t);
    and(temp4,a,t);
    or(cout,temp2,temp3,temp4);
endmodule
==> flow/run.sh <==
#!/bin/bash
# OpenROAD 26Q1-2900-gdf79404cd8, Yosys 0.63+post, stock flow scripts
make -C /OpenROAD-flow-scripts/flow DESIGN_CONFIG=/design/flow/config.mk WORK_HOME=/design/flow/orfs finish
==> flow/config.mk <==
export PLATFORM = sky130hd
export DESIGN_NAME = add_sub_top
export DESIGN_NICKNAME = add_sub_top
export VERILOG_FILES = /design/flow/design.v
export SDC_FILE = /design/flow/constraint.sdc
export NUM_CORES = 4
export LEC_CHECK = 1
export CORE_AREA = 10 10 70 70
export DIE_AREA = 0 0 80 80
==> flow/constraint.sdc <==
current_design add_sub_top

set clk_period 3.2
set clk_io_pct 0.2

create_clock -name clk0 -period $clk_period

set non_clock_inputs [all_inputs -no_clocks]
set_input_delay [expr $clk_period * $clk_io_pct] -clock clk0 $non_clock_inputs
set_output_delay [expr $clk_period * $clk_io_pct] -clock clk0 [all_outputs]
==> results_dict.tcl <==
# collected from the flow reports
set metrics [dict create \
    cpMostUsedCell "fa_2" \
    fmaxAchievable_mhz 228 \
    crit_end "out[7]" \
    dp_slack_ns -2.01 \
    rsz0062_at_grt "true" \
    p_sw_mw 0.0471 \
    synth_area_per_cell_um2 8.98 \
    synth_top_area_share 0.400 \
    hold_class "input pin to output port" \
    overflow 0 \
    die_w_um 80 \
    num_rows 21 \
    startpoint_type "input pin" \
    cp_max_fo 2 \
    coreArea_mm2 0.00342 \
    cp.required_ns 2.56 \
    dpl.cell_count 105 \
    regArea_um2 0 \
    top_cell "inv_1" \
    route.vias.total 289 \
    final.min_clock_period_ns 4.38 \
    flops 0 \
    maxCapViolCount 0 \
    dp_hpwl_um 848 \
    antenna_found_initial 0 \
    track_usage 0.0285 \
    drcViolationCount 0 \
    yosys.area.top_type "fa_1" \
    fin_cells 106 \
    ant_nets 0 \
    setup_viol 5 \
    n_antenna_cell 0 \
    p_seq_frac 0 \
    pwr-share-clk 0 \
    holdBufCountCts 0 \
    grt_max_degree 7 \
    critPathBufInv 4 \
    p_int_mw 0.0875 \
    synth_cells 39 \
    failed_checks "setup timing" \
    core_util_floorplan 0.103 \
    switching_share 0.350 \
    end_kind "output port" \
    worstSetupPathType "input pin to output port" \
    ys_types 7 \
    slowest_delay_ns 0.55 \
    n_clock_buffer 0 \
    avgRoutedWirePerCell_um 8.70 \
    grt_pass1_vias 310 \
    wirelength_um 922 \
    warnings 35 \
    yosysWarningCount 0 \
    routed_via_density 2.73 \
    ys_top_cells_by_count "inv_1, buf_4, fa_1" \
    grt_pass1_wl_um 1490 \
    die_area_mm2 0.00640 \
    post-route-period-util 1.37 \
    multiInputGateArea_um2 259 \
    routabilityCongestion 0.704 \
    netlist_area_um2 350 \
    worst_pin_slew_ns 0.188 \
    die_h_um 80 \
    port_buffers 26 \
    ys_seq_frac 0 \
    finalMaxSlewViolations 0 \
    relSlewSlack 0.873 \
    combPwrFrac 1.000 \
    drive_above_1_share 0.450 \
    io_pins 26 \
    crit_start "b[0]" \
    crit_slowest_cell "fa_2" \
    crit_chain "buf_6 -> mux2_4 -> fa_2 -> inv_2 -> fa_2 -> fa_2 -> fa_2 -> fa_2 -> fa_2 -> fa_2 -> inv_2 -> buf_2" \
    area_growth_pct 82.1 \
    area_leaders "fa_1, buf_4, xnor2_1, inv_1, xor2_1" \
    first_pass_iters 2 \
    ir_drop_uv 78.2 \
    critPathTopFamily "adder cells" \
    hold_violations 0 \
    setup_slack_ns -1.18 \
    ys_cells 39 \
    leakagePower_nw 0.288 \
    fill_cells 399 \
    drt_iter0_markers 3 \
    powerDensity_mw_per_mm2 211 \
    worstPathArrival_ns 3.74 \
    cp_num_cells 12 \
    ys_area_um2 350 \
    status "complete, but fails checks" \
]
-- cell families after synthesis --
logic type,count (synthesis),share of synthesized area
XOR/XNOR,9,0.225
adder cells (fa/ha/maj),7,0.400
buffers and inverters,22,0.343
multiplexers,1,0.0321
-- worst min path at each step --
stage / startpoint / depth (start not counted) / end / slack, ns
after global routing: a[0] / 3 / out[0] / 1.88
final: a[0] / 3 / out[0] / 1.83
after CTS: a[0] / 3 / out[0] / 1.84
-- what timing repair did --
item                                   in CTS  in global routing
gates resized                              39                  6
setup buffers                               0                  1
pin swaps                                  10                  8
setup endpoints to repair                   7                  5
endpoints found under the hold margin       0                  0
-- routing by layer --
metal  vias to the layer above  GRT usage  wire length (um)
li1                        137          -                 -
met1                       126     0.0455               498
met2                        26     0.0289               212
met3                         0     0.0216               212
met4                         0          0                 0
met5                         -          0                 0
-- power by group through the flow --
stage     registers, mW  logic, mW  clock network (mW)
6_report              0      0.135                   0
5_1_grt               0      0.155                   0
4_1_cts               0      0.127                   0
-- layout by cell type, fill, tap and decap left out, types with 2 or more instances in the layout --
| master | count |
|---|---|
| xnor2_1 | 6 |
| buf_6 | 3 |
| inv_1 | 8 |
| clkdlybuf4s50_1 | 13 |
| inv_2 | 5 |
| buf_4 | 4 |
| dlygate4sd2_1 | 3 |
| xor2_1 | 2 |
| fa_2 | 7 |
| buf_2 | 5 |
-- per-stage QoR --
stage / instance area (um^2) / total power [mW] / hold WS, ns / setup TNS, ns / utilization
2_1_floorplan: 388 / 0.0866 / 1.43 / -3.09 / -
3_3_place_gp: 648 / 0.145 / 2.25 / -8.35 / 0.190
3_5_place_dp: 648 / 0.146 / 2.25 / -8.28 / 0.190
4_1_cts: 609 / 0.127 / 1.84 / -4.21 / 0.178
5_1_grt: 638 / 0.155 / 1.88 / -4.00 / 0.187
6_report: 638 / 0.135 / 1.83 / -3.49 / 0.187
-- area by class of cell --
class	instances	share of cell area
Timing Repair Buffer	30	0.427
Multi-Input combinational cell	17	0.406
Tap cell	46	0.0902
Inverter	13	0.0765
-- worst min-delay path, stage by stage --
cell             delay [ns]
buf_2                  0.09
xor2_1                 0.06
clkdlybuf4s50_1        0.40
No activity file was given, so power comes from the tool's default toggle rates.

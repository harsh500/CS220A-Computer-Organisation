File: flow/design.v
`timescale 1ns/1ps
module topodd(pari,inp,clk);
    inout pari;
    input clk;
    input [0:2] inp;
    reg d;
    reg st=0;
    oddparity m (pari,d,clk,st);
    integer i=0;
    always @(posedge clk) begin:givingbit
        if(i<3) begin
            st=0;
            d=inp[i];
        end
        i=i+1;
        if(i==4)begin
            st=1;
            i=0;
        end
    end
endmodule
module oddparity(parity,inp,clk,st);
    input clk,inp,st;
    output reg parity;
    reg curr_state, next_state;
    parameter s0 =1'b0,s1=1'b1,IDLE=1'b0 ;
    initial begin
        curr_state=IDLE;
    end
    always @(negedge clk) begin:FSM
        next_state = 1'b1;
        case(curr_state)
        s0 : if (inp == 1'b0) begin
            next_state = s0;
            end else begin
            next_state= s1;
            end 
        s1 : if (inp == 1'b0) begin
            next_state = s1;
            end else begin
            next_state = s0;
            end
        default : next_state = IDLE;
        endcase
    end
    always @ (posedge clk) begin : FSM_SEQ
        if(st==1'b1)begin
            curr_state<=IDLE;
        end
        else begin
            curr_state<=next_state;
        end
    end
    always @ (negedge clk) begin : OUTPUT_LOGIC
        case(curr_state)
            s0 : begin
            parity <= 1'b1;
            end
            s1 : begin
            parity <= 1'b0;
            end
        endcase
    end
endmodule
File: flow/run.sh
#!/bin/bash
# OpenROAD 26Q1-2900-gdf79404cd8, Yosys 0.63+post, stock flow scripts
make -C /OpenROAD-flow-scripts/flow DESIGN_CONFIG=/design/flow/config.mk WORK_HOME=/design/flow/orfs finish
File: flow/config.mk
export PLATFORM = sky130hd
export DESIGN_NAME = topodd
export DESIGN_NICKNAME = topodd
export VERILOG_FILES = /design/flow/design.v
export SDC_FILE = /design/flow/constraint.sdc
export NUM_CORES = 4
export LEC_CHECK = 1
export CORE_AREA = 10 10 114 114
export DIE_AREA = 0 0 124 124
File: flow/constraint.sdc
current_design topodd

set clk_period 8.9
set clk_io_pct 0.2

create_clock -name clk0 -period $clk_period [get_ports {clk}]

set non_clock_inputs [all_inputs -no_clocks]
set_input_delay [expr $clk_period * $clk_io_pct] -clock clk0 $non_clock_inputs
set_output_delay [expr $clk_period * $clk_io_pct] -clock clk0 [all_outputs]
==> job_summary.md <==
## Implementation flow summary

| Metric | Value |
|---|---|
| Cell Area, Placed | `2020 µm²` |
| Max-slew violations | `0` |
| TritonCTS clock tree | `done` |
| Setup violators final | `0` |
| Tool warnings | `28` |
| Post-synthesis cell count from yosys | `207` |
| First-pass GRT wire length | `between 6000 and 7000 µm` |
| Fin area | `2170 µm²` |
| Post-CTS sizing | `0` |
| Sw Share | `18.2%` |
| Worst R2R Setup Slack | `3.87 ns` |
| Sequential share of power | `47.5%` |
| Core Area | `10400 µm²` |
| EDFF count, synth | `1` |
| Initial antenna violation count | `0` |
| Clock transition at path regs | `0.08 ns` |
| Critical path fanouts, max | `1` |
| Drt total wl | `3710 µm` |
| Seq/Total Area, Yosys | `40.3%` |
| Switching pwr | `0.0637 mW` |
| Slew HR | `between 60 and 70%` |
| Drt via density | `4.16` |
| Synthesis warning total | `2` |
| Post-synth cell types | `41` |
| Status | `finished, final reports clean` |
| TritonCTS Buffers | `5` |
| Hold/Removal Path Class | `flop to flop` |
| DR top layer | `met4` |
| Iteration count of the initial detailed-routing pass | `4` |
| Clk_skew | `0.0665 ns` |
| WL/cell | `10.7 µm` |
| Clock Sinks | `37` |
| Hpwl dp | `2650 µm` |
| Met2 WL | `between 1000 and 1500 µm` |
| I/O Pins | `5` |
| Largest net degree at the start of global routing | `13` |
| DR vias | `around 1400` |
| Number of buffers added on ports | `3` |
| Hold Slack | `0.426 ns` |
| Top cell excl fill/tap | `dfxtp_1` |
| Top cells excl fill/tap | `36 x dfxtp_1, 19 x xnor2_1, 17 x nand2_1, 13 x nand3_1` |
| Die Span X | `124 µm` |
| Crit. End Element | `output port` |
| Yosys chip area | `1860 µm²` |
| Pre-CTS setup slack | `2.39 ns` |
| Final worst slack | `2.04 ns` |
| Hold buffers post-CTS | `0` |
| WS Path Type | `flop to output port` |
| Async S/R FF share, synth | `0%` |
| Met3 WL | `around 160 µm` |
| Global Route Usage Sum | `4.98%` |
| Crit path launch type | `flop` |
| Clock network fraction of total power | `52.0%` |
| Cell Pwr Density | `161 nW/µm²` |
| FF+latch area | `between 700 and 800 µm²` |
| Area delta synth->final | `16.6%` |
| Longest Clk Path Bufs | `2` |
| H-Tree Depth | `2` |
| Row count | `37` |
| Combinational fraction of design power | `0.5%` |
| Clk root buf | `clkbuf_8` |
| Crit path DRT | `7.12 ns` |
| Mapped cell area | `1860 µm²` |
| Final hold viol count | `0` |
| Max Cap Viol | `0` |
| Synth Instances | `207` |
| Die area | `15400 µm²` |
| Filler cells | `1119` |
| GP Congestion | `between 0.8 and 0.9` |
| DIE HEIGHT | `124 µm` |
| GR Overflow Total | `0` |
| Drt first-iter violations | `183` |
| Finished Core Util | `20.8%` |
| DRC | `0` |
| Latency at later pin | `0.35 ns` |
| MI comb area | `1020 µm²` |
| Post-synth regs | `37` |
| Ys flop type | `dfxtp_1` |
| Met1 WL | `2030 µm` |
| Pint | `0.286 mW` |
| Routed Antenna Nets | `0` |
| Vias in the first global route | `between 1000 and 1500` |
| Syn avg cell area | `about 9.0 µm²` |
| Pleak | `0.756 nW` |
| N_diodes | `0` |
| Postcts setup bufs | `0` |
| Worst-margin pin slew | `0.466 ns` |
| Layout cell share with drive strength beyond 1 | `10.0%` |
| Setup_tns | `0 ns` |
| RSZ-0062 raised after global routing | `false` |
| Pre-Place Util | `17.9%` |
| VDD IR max | `around 61 µV` |
| WP data arrival | `5.08 ns` |
Yosys cell counts, types with 3 or more instances:
cell / instances / area (µm²)
a21oi_1: 3 / 15.0
and3_1: 3 / 18.8
buf_2: 8 / 40.0
dfxtp_1: 36 / 721
inv_1: 8 / 30.0
mux2i_1: 3 / 30.0
nand2_1: 17 / 63.8
nand3_1: 13 / 65.1
nand4_1: 12 / 75.1
nor2_1: 12 / 45.0
nor3_1: 12 / 60.1
nor4_1: 11 / 68.8
or3_1: 3 / 18.8
or4_4: 3 / 33.8
xnor2_1: 19 / 166
xor2_1: 12 / 105
cell families (layout without fill, tap and decap cells):
kind of cell	Yosys count	count (layout)	share of synthesized area [%]
AND-OR/OR-AND	16	16	6.32
multiplexers	4	4	2.22
adder cells (fa/ha/maj)	2	2	1.34
buffers and inverters	19	22	4.77
flip-flops	37	37	40.3
XOR/XNOR	32	32	15.5
AND/OR/NAND/NOR	97	97	29.5
layout make-up:
| class | count | area share [%] |
|---|---|---|
| multi-input cells | 151 | 47.1 |
| flip-flops and latches | 37 | 34.6 |
| well taps | 136 | 7.84 |
| clock buffers | 7 | 5.48 |
| repair buffers | 5 | 2.08 |
| clock inverters | 3 | 1.73 |
| inverters | 7 | 1.21 |
per-layer routing:
| metal | GRT usage (%) | up-vias |
|---|---|---|
| met5 | 0 | - |
| met1 | 7.42 | 673 |
| met2 | 7.19 | 18 |
| met4 | 0.719 | 0 |
| met3 | 1.38 | 2 |
| li1 | - | 745 |
worst paths after layout:
kind              startpoint                 endpoint  cells after the start
max reg2reg      d$_DFFE_PP_     m.next_state$_DFF_N_                      1
min          st$_SDFFE_PN1P_  m.curr_state$_SDFF_PP0_                      1
min reg2reg  st$_SDFFE_PN1P_  m.curr_state$_SDFF_PP0_                      1
max             pari$_DFF_N_                     pari                      0
registers in the layout (all words and copies together) (netlist names):
| signal | count |
|---|---|
| i | 32 |
| d | 1 |
| m.curr_state | 1 |
| m.next_state | 1 |
| pari | 1 |
| st | 1 |
power by group through the flow:
stage | sequential (mW) | combinational (mW) | clock (mW)
4_1_cts | 0.166 | 0.00179 | 0.187
5_1_grt | 0.166 | 0.00194 | 0.195
6_report | 0.166 | 0.00178 | 0.182
metrics by stage:
stage | total power, mW | cells
after floorplan | 0.172 | 207
after global placement | 0.174 | 337
after detailed placement | 0.174 | 337
after CTS | 0.355 | 346
after global routing | 0.363 | 346
final | 0.350 | 346
Power is estimated from default activity; no workload was simulated.
